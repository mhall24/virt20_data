$ cat flow/config.mk
export PLATFORM = sky130hd
export DESIGN_NAME = fifo_2clk_sync
export DESIGN_NICKNAME = fifo_2clk_sync
export VERILOG_FILES = /design/flow/design.v
export SDC_FILE = /design/flow/constraint.sdc
export NUM_CORES = 4
export LEC_CHECK = 1
export CORE_AREA = 10 10 85 85
export DIE_AREA = 0 0 95 95
$ cat flow/constraint.sdc
current_design fifo_2clk_sync

set clk_period 1.8
set clk_io_pct 0.2

create_clock -name clk0 -period $clk_period [get_ports {rclk}]
create_clock -name clk1 -period $clk_period [get_ports {wclk}]

set non_clock_inputs [all_inputs -no_clocks]
set_input_delay [expr $clk_period * $clk_io_pct] -clock clk0 $non_clock_inputs
set_output_delay [expr $clk_period * $clk_io_pct] -clock clk0 [all_outputs]
$ cat flow/design.v
`timescale 1ns / 1ps
`default_nettype none
module fifo_2clk_sync(
	wdata, we, wfull, wrst, wclk,
	rdata, re, rempty, rrst, rclk);
	function integer countbits;
		input integer num;
		integer bitcnt;
		begin
			bitcnt = 0;
			while (num > 0) begin
				num = num >> 1;
				bitcnt = bitcnt + 1;
			end
			if (bitcnt == 0) bitcnt = 1;
			countbits = bitcnt;
		end
	endfunction
	parameter DEPTH = 2;                                
	parameter WIDTH = 8;
	parameter FIFO_FAST_CLK = "none";                   
	localparam FAST_WCLK = (FIFO_FAST_CLK == "wclk" || FIFO_FAST_CLK == "both");
	localparam FAST_RCLK = (FIFO_FAST_CLK == "rclk" || FIFO_FAST_CLK == "both");
	input wire [WIDTH-1:0] wdata;
	input wire we;
	output wire wfull;
	input wire wrst;
	input wire wclk;
	output wire [WIDTH-1:0] rdata;
	input wire re;
	output wire rempty;
	input wire rrst;
	input wire rclk;
	localparam ADDRSIZE = countbits(DEPTH-1);
	wire [ADDRSIZE-1:0] waddr, raddr;
	reg [ADDRSIZE:0] wbin, rbin;
	wire [ADDRSIZE:0] wbinnext, rbinnext;
	wire [ADDRSIZE:0] wptr, rptr;
	wire [ADDRSIZE:0] wptrnext, rptrnext;
	wire [ADDRSIZE:0] ws_rptr, rs_wptr;
	wire winc, rinc;
	reg wfull_reg, rempty_reg;
	reg wsinc, rsinc;
	reg wtoggle, rtoggle;
	reg w_rtoggle, r_wtoggle;
	wire w_rsincgate, r_wsincgate;
	assign rs_wptr = wptr;      
	assign ws_rptr = rptr;
	always @(posedge wclk) w_rtoggle <= rtoggle;
	always @(posedge rclk) r_wtoggle <= wtoggle;
	reg [WIDTH-1:0] mem [0:DEPTH-1];
	assign rdata = mem[raddr];
	always @(posedge wclk)
		if (we && !wfull) mem[waddr] <= wdata;
	wire rempty_val;
	always @(posedge rclk or posedge rrst) begin
		if (rrst) begin
			rempty_reg <= 1'b1;
			rbin <= 0;
			rtoggle <= 0;
			rsinc <= 0;
		end
		else begin
			rempty_reg <= rempty_val;
			rbin <= rbinnext;
			rtoggle <= ~rtoggle;
			rsinc <= rinc;
		end
	end
	assign rinc = re & ~rempty;
	assign rptr = rbin;
	assign raddr = rbin[ADDRSIZE-1:0];
	assign rbinnext = (rinc ? (raddr == DEPTH-1 ? {~rbin[ADDRSIZE],{ADDRSIZE{1'b0}}} : rbin + 1) : rbin);
	assign rptrnext = rbinnext;
	assign rempty_val = (rptrnext == rs_wptr) & ~(FAST_WCLK & winc);
	assign r_wsincgate = (FAST_RCLK ? wtoggle ^ r_wtoggle : 1'b0);
	assign rempty = rempty_reg & ~(wsinc & r_wsincgate);
	wire wfull_val;
	always @(posedge wclk or posedge wrst) begin
		if (wrst) begin
			wfull_reg <= 0;
			wbin <= 0;
			wtoggle <= 0;
			wsinc <= 0;
		end
		else begin
			wfull_reg <= wfull_val;
			wbin <= wbinnext;
			wtoggle <= ~wtoggle;
			wsinc <= winc;
		end
	end
	assign winc = we & ~wfull;
	assign wptr = wbin;
	assign waddr = wbin[ADDRSIZE-1:0];
	assign wbinnext = (winc ? (waddr == DEPTH-1 ? {~wbin[ADDRSIZE],{ADDRSIZE{1'b0}}} : wbin + 1) : wbin);
	assign wptrnext = wbinnext;
	assign wfull_val = (wptrnext[ADDRSIZE-1:0] == ws_rptr[ADDRSIZE-1:0]) & 
	                   (wptrnext[ADDRSIZE] != ws_rptr[ADDRSIZE]) & ~(FAST_RCLK & rinc);
	assign w_rsincgate = (FAST_WCLK ? rtoggle ^ w_rtoggle : 1'b0);
	assign wfull = wfull_reg & ~(rsinc & w_rsincgate);
endmodule
module fifo_2clk_async(
	wdata, we, wfull, wrst, wclk,
	rdata, re, rempty, rrst, rclk);
	parameter ASIZE = 3;
	parameter WIDTH = 8;
	input wire [WIDTH-1:0] wdata;
	input wire we;
	output reg wfull;
	input wire wrst;
	input wire wclk;
	output wire [WIDTH-1:0] rdata;
	input wire re;
	output reg rempty;
	input wire rrst;
	input wire rclk;
	localparam DEPTH = 1<<ASIZE;
	wire [ASIZE-1:0] waddr, raddr;
	reg [ASIZE:0] wbin, rbin;
	reg [ASIZE:0] wptr, rptr;
	wire [ASIZE:0] wbinnext, rbinnext;
	wire [ASIZE:0] wgraynext, rgraynext;
	reg [ASIZE:0] wq2_rptr, rq2_wptr;
	reg [ASIZE:0] wq1_rptr, rq1_wptr;
	always @(posedge wclk or posedge wrst)
		if (wrst) {wq2_rptr,wq1_rptr} <= {2*(ASIZE+1){1'b0}};
		else {wq2_rptr,wq1_rptr} <= {wq1_rptr,rptr};
	always @(posedge rclk or posedge rrst)
		if (rrst) {rq2_wptr,rq1_wptr} <= {2*(ASIZE+1){1'b0}};
		else {rq2_wptr,rq1_wptr} <= {rq1_wptr,wptr};
	reg [WIDTH-1:0] mem [0:DEPTH-1];
	assign rdata = mem[raddr];
	always @(posedge wclk)
		if (we && !wfull) mem[waddr] <= wdata;
	wire rempty_val;
	always @(posedge rclk or posedge rrst) begin
		if (rrst) begin
			{rbin,rptr} <= 0;
			rempty <= 1'b1;
		end
		else begin
			{rbin,rptr} <= {rbinnext,rgraynext};
			rempty <= rempty_val;
		end
	end
	assign raddr = rbin[ASIZE-1:0];
	assign rbinnext = rbin + (re & ~rempty);
	assign rgraynext = (rbinnext>>1) ^ rbinnext;
	assign rempty_val = (rgraynext == rq2_wptr);
	wire wfull_val;
	always @(posedge wclk or posedge wrst) begin
		if (wrst) begin
			{wbin,wptr} <= 0;
			wfull <= 0;
		end
		else begin
			{wbin,wptr} <= {wbinnext,wgraynext};
			wfull <= wfull_val;
		end
	end
	assign waddr = wbin[ASIZE-1:0];
	assign wbinnext = wbin + (we & ~wfull);
	assign wgraynext = (wbinnext>>1) ^ wbinnext;
	assign wfull_val = (wgraynext=={~wq2_rptr[ASIZE:ASIZE-1],
									wq2_rptr[ASIZE-2:0]});
endmodule
$ cat flow/run.sh
#!/bin/bash
# OpenROAD 26Q1-2900-gdf79404cd8, Yosys 0.63+post, stock flow scripts
make -C /OpenROAD-flow-scripts/flow DESIGN_CONFIG=/design/flow/config.mk WORK_HOME=/design/flow/orfs finish
==> out/metrics.csv <==
metric;value;unit
status;finished with violations;
violations;setup timing;
ys_sh_aoi;1.752;%
swShare;26.31;%
edf_count;16;
critical_path_class;reg2out;
reg.largest.list;mem (16), rbin (2), wbin (2);
top_cell;edfxtp_1;
instances_no_fill;160;
fa_ha_area_share;2.695;%
dp_hpwl;1399;um
synth_flops;22;
r2r_slack;540;ps
total_power;0.002050;W
ys_types;19;
pwr-share-seq;40.3;%
p_int;0.001510;W
logic_area;270.3;um2
area_growth_syn_to_layout;48.38;%
xor_share;5.526;%
fill_cells;571;
io_buffers;22;
muxShareOfSynthArea;10.78;%
fin_worst_skew;2.312;ps
ys_sh_simple;8.356;%
critPathCaptureType;output port;
regArea;633.1;um2
setup_viol;8;
holdBufCountCts;0;
antenna_cells;0;
ios;24;
crit_path_max_fanout;9;
worst_pin_slew;253.7;ps
fp_util;16.96;%
crit_path_cell_trace;mux2_1 -> clkdlybuf4s50_1;
clkSinkCount;22;
drtAntennaViolNets;0;
cp-startpoint;rbin[0];
cellPowerDensity;1488;mW/mm2
dr.pass1.iters;2;
track_usage;3.823;%
largest_reg_flops;16;
place_inst;152;
ir_worst_vdd;0.5768;mV
critPathSlowestCell;dfrtp_2;
hold_path_class;in2async;
die_area;0.009025;mm2
warnings;29;
top_logic_kind;multiplexers;
ys_chip_area;928.4;um2
slew_headroom;82.97;%
routedWlPerCell;10.42;um
globalplace.congestion;0.7774;
grt_pass1_vias;603;
ys_top_cells_by_count;16 x edfxtp_1, 8 x mux2_1, 5 x dfrtp_1, 4 x inv_1, 4 x xnor2_1;
antenna_found_initial;0;
drive_above_1_share;20.45;%
reg2reg_from;wfull_reg;
hold-worst-slack;276.3;ps
fin_ws;-25.95;ps
clkTransAtPathRegs;60;ps
rsz0062_at_grt;true;
hold_viol_final;0;
p_leak;0.5161;nW
drt-initial-drc-count;7;
slew_violations;0;
ys_cells;55;
drc_errors;0;
arrival;1470;ps
regMostFlops;mem;
synth.largest_area_cell;edfxtp_1;
num_rows;27;
switchingPower;0.0005392;W
flop_cell;edfxtp_1;
vias;499;
synth_area;928.4;um2
comb_power_share;37.0;%
synthDominantCellAreaShare;51.75;%
die_w;95;um
cpPeakStageDelay;470;ps
globalRouteOverflowTotal;0;
grt_pass1_wl;2670;um
top_cells_by_area;edfxtp_1 52%, dfrtp_1 13%, mux2_1 9.7%;
fp.coreArea;0.005473;mm2
finalWirelength;1667;um
syn_avg_cell_area;16.88;um2
synth_warnings;1;
fin_util;25.17;%
routed_via_density;3.119;
netlist_instances;55;
cap_violations;0;
p_clk_share;22.7;%
ys_seq_share;68.06;%
async_flop_share;27.27;%
tritoncts;done;
die_h;95;um
worstPathRequired;1440;ps
grt_start_max_net_pins;11;
crit_path_start_kind;register;
## metrics by stage
step	TNS (ps)	instance area [um2]	setup WS, ps
floorplan	0	928.4	638.9
global placement	0	1286	64.41
detailed placement	0	1286	49.63
CTS	-423.7	1378	-66.32
global route	-697.1	1378	-93.79
finish	-125.5	1378	-25.95
## final cells by class
type / count / share of cell area [%]
multi-input cells: 27 / 19.62
flip-flops and latches: 22 / 45.96
inverters: 5 / 1.362
clock buffers: 8 / 6.540
repair buffers: 26 / 19.98
well taps: 72 / 6.540
## per-layer routing
| metal | global-route usage (%) | share of wire, % | vias up | wire [um] |
|---|---|---|---|---|
| met3 | 1.603 | 7.1 | 4 | 119 |
| met4 | 1.496 | 2.4 | 0 | 40 |
| met5 | 0 | 0 | - | 0 |
| met1 | 4.186 | 40 | 225 | 667 |
| li1 | - | - | 256 | - |
| met2 | 6.465 | 50 | 14 | 839 |
## power groups by stage
stage	registers, W	clock network (W)	logic [W]
4_1_cts	0.000834	0.000483	0.000775
5_1_grt	0.000849	0.000519	0.000836
6_report	0.000827	0.000465	0.000758
## timing repair
item                                    in CTS  in global routing
gates resized                                1                  0
endpoints found under the setup margin       8                  8
setup buffers                                0                  0
## cell families (layout without fill, tap and decap cells)
| group | count (synthesis) | count (layout) |
|---|---|---|
| XOR/XNOR | 5 | 5 |
| adder cells (fa/ha/maj) | 2 | 2 |
| buffers and inverters | 6 | 39 |
| multiplexers | 9 | 9 |
| flip-flops | 22 | 22 |
| AND/OR/NAND/NOR | 10 | 10 |
| AND-OR/OR-AND | 1 | 1 |
## cell usage in the layout (no fill, tap or decap)
master,instances
and2_1,2
buf_12,2
buf_4,2
clkbuf_1,2
clkbuf_8,6
clkdlybuf4s50_1,22
dfrtp_1,4
dfrtp_2,1
dfstp_2,1
edfxtp_1,16
ha_1,2
inv_1,4
inv_2,1
mux2_1,8
mux2i_1,1
nand2_1,2
nand3b_4,1
nor2_1,2
nor2b_1,1
nor2b_4,1
nor3_2,1
o32ai_2,1
xnor2_1,4
xnor2_2,1
## worst paths after layout
check | cells past startpoint | endpoint
setup / recovery | 2 | rdata[3]
hold / removal | 2 | wbin[0]
setup reg to reg | 4 | wfull_reg
hold reg to reg | 1 | rbin[1]
max in group clk1 | 5 | wfull_reg
max in group asynchronous | 2 | rempty_reg
min in group clk0 | 1 | rbin[1]
min in group clk1 | 1 | wbin[1]
## critical path: cells and delay by family (launching register included)
| kind | cells | cell delay [ps] |
|---|---|---|
| buf+inv | 1 | 420 |
| flops | 1 | 470 |
| mux | 1 | 350 |
Power figures rest on the tool's default switching activity, not on a simulated workload.
